==> ./design.v <==
module main_FSM (in_clka, in_clkb, in_restart, in_next, in_finish, out_state, out_cmd);
  parameter SIZE = 2;
  parameter IDLE = 2'b00, START = 2'b01, SITEM = 2'b10, SMONEY = 2'b11;
  parameter SITEM_CMD = 2'b00, SMONEY_CMD = 2'b01, CLEAR_CMD = 2'b10, START_CMD = 2'b11;
  input wire in_clka, in_clkb, in_next, in_finish, in_restart;
  output reg [SIZE-1:0] out_state;
  output reg [1:0] out_cmd;
  wire [SIZE-1:0] temp_out_state;
  reg [SIZE-1:0] next_out_state;
  assign temp_out_state = fsm_function(out_state, in_next);
  function [SIZE-1:0] fsm_function;
  input  [SIZE-1:0] out_state;
  input in_next;
  case(out_state)
    IDLE: begin
      fsm_function = START;
    end
    START: begin
      if(in_next) begin
        fsm_function = SITEM;
      end else if (in_finish) begin
        fsm_function = SMONEY;
      end else begin
        fsm_function = START;
      end
    end
    SITEM: begin
        fsm_function = START;
    end
    SMONEY: begin
        fsm_function = START;
    end
    default: fsm_function = IDLE;
    endcase
  endfunction
  always @ (negedge in_clka)
  begin : FSM_SEQ
    if (in_restart) begin
      next_out_state <= IDLE;
    end else begin
      next_out_state <= temp_out_state;
    end
  end
  always @ (negedge in_clkb)
  begin : OUTPUT_LOGIC
    case(next_out_state)
    IDLE: begin
            out_state <= next_out_state;
            out_cmd <= CLEAR_CMD;
          end
    START: begin
            out_state <= next_out_state;
            out_cmd <= START_CMD;
          end
    SITEM: begin
            out_state <= next_out_state;
            out_cmd <= SITEM_CMD;
           end
    SMONEY: begin
            out_state <= next_out_state;
            out_cmd <= SMONEY_CMD;
           end
    default: begin
            out_state <= next_out_state;
            out_cmd <= CLEAR_CMD;
           end
    endcase
  end  
endmodule   
==> ./run.sh <==
#!/bin/bash
# OpenROAD 26Q1-2900-gdf79404cd8, Yosys 0.63+post, stock flow scripts
make -C /OpenROAD-flow-scripts/flow DESIGN_CONFIG=/design/flow/config.mk WORK_HOME=/design/flow/orfs finish
==> ./config.mk <==
export PLATFORM = sky130hd
export DESIGN_NAME = main_FSM
export DESIGN_NICKNAME = main_FSM
export VERILOG_FILES = /design/flow/design.v
export SDC_FILE = /design/flow/constraint.sdc
export NUM_CORES = 4
export LEC_CHECK = 1
export CORE_AREA = 10 10 70 70
export DIE_AREA = 0 0 80 80
==> ./constraint.sdc <==
current_design main_FSM

set clk_period 1.0
set clk_io_pct 0.2

create_clock -name clk0 -period $clk_period [get_ports {in_clka}]
create_clock -name clk1 -period $clk_period [get_ports {in_clkb}]

set non_clock_inputs [all_inputs -no_clocks]
set_input_delay [expr $clk_period * $clk_io_pct] -clock clk0 $non_clock_inputs
set_output_delay [expr $clk_period * $clk_io_pct] -clock clk0 [all_outputs]
==> notes.md <==
Synthesis and place-and-route results.

- The antenna diode count is 0.
- The design draws 762 uW.
- The critical path capture point is out_state[1].
- STA classifies the critical path endpoint as a primary output.
- The horizontal die dimension reported for this design is 80 um.
- The initial antenna violation count is 0.
- The via count of the first global-routing pass was around 210.
- As logged by OpenROAD, the buffers inserted on ports number 7.
- The leakage power summed over all cells is around 0.00017 uW.
- According to the timing report, the critical path is launched from out_state[1].
- STA lists the endpoint of the worst register-to-register path as next_out_state[1].
- After clock tree synthesis, the clock-pin slew on the worst setup and hold paths is approximately 30 ps.
- The total global routing overflow is 0.
- The number of iterations in the first detailed-routing pass is 2.
- The full die area is approximately 6400 um^2.
- In the post-route report, total wirelength is listed as between 500 and 600 um.
- Setup slack on the worst reg-to-reg path comes out at 110 ps.
- The stage logs contain a warning count of 35.
- According to the floorplan report, the die height is 80 um.
- After synthesis, the netlist uses 6 different library cells.
- 9 I/O pins were placed.
- The post-route DRC violation count is 0.
- For this design the ratio of total power to cell area is 2170 nW/um^2.
- The count of nets left with antenna violations once routing finished came out at 0.
- Counting pins that exceed their max-slew limit in the final report gives 0.
- TritonCTS built the clock tree.
- The total clock sinks is 6.
- The number of buffer and inverter stages on the critical path is 1.
- Endpoints failing hold in the final report were tallied at 0.
- A synthesized cell averages 11.7 um^2.
- The data required time at the worst endpoint is around 800 ps.
- In this run the critical register-to-register path is launched from out_state[1].
- Detailed routing inserted a total of approximately 150 vias.
- In the placement report, post-DP HPWL is listed as between 300 and 400 um.
- The last timing report of the flow puts the setup violation total at 4.
- The transition time at the pin with the least slew margin is 172 ps.
- The number of cells on the worst reg-to-reg path is 3.
- The checks that failed: setup timing.
- The setup slack after layout is -398 ps.
- The number of vias per cell is ~2.
- The arrival time reported for the critical path endpoint is between 1000 and 1500 ps.
- In the final layout, the fill cell count is approximately 410.
- The layout cell share with drive strength beyond 1 is 0.485.
- All stages included, the depth of the critical timing path comes to 1.
- Along the worst path, the maximum fanout reaches 2.
- Before any placement, the netlist area is recorded as around 160 um^2.
- The report lists the cells along the critical path as buf_2.
- In the Yosys report the total cell count is 14.
- The worst setup path is launched from a flip-flop.
- Yosys reports a chip area of about 160 um^2.
- The average routed wire per standard cell is 6.48 um.
- For this configuration, the core starts out at a cell density of 0.0480.
- The maximum number of pins on one net before global-route repair is 3.
- The yosys synthesis warning count is 1.
- The kind of cell with the highest combined delay on the critical path is flip-flops.
- The longest individual stage delay on the worst path is roughly 300 ps.
- The cell count after placement is roughly 68.
- The area growth from synthesis to layout is 115%.
- The type of the worst setup path is flip-flop to primary output.
- The run finished, with violations left.
- Synthesis handed over a netlist of 14 instances.
- The flip-flop and latch count after synthesis is 6.
- The routability congestion estimate is 0.692.
- The initialized floorplan defines 21 standard-cell rows.
- The area of the placeable core is 3420 um^2.
- Once layout is complete, the cells apart from fillers number approximately 79.
- For this run, the register share of the synthesized area comes to 0.733.
- The report counts max-capacitance violations totalling 0.
- The worst hold path depth is 0.
- The worst-case headroom to the max-slew limit is 0.885.
- The detailed router's first-iteration violation count is 8.
- The worst vdd rail ir drop is between 0.2 and 0.25 mV.
- The cell with the largest stage delay on the worst path is sky130_fd_sc_hd__dfxtp_2.
- The first global-routing pass estimated 793 um of wire.
- Setup repair after global routing could not meet its margin everywhere.
- In the global route stage, overall resource usage came out at 0.0176.
- The type of the tightest min-delay check is flip-flop to flip-flop.
-- layer usage --
layer	wire (um)	global-route usage
met5	0	0
met4	40	0.0317
met3	84	0.0250
met2	126	0.00482
met1	261	0.0200
-- synth_stat cells, drive strengths merged --
master | n | share of area
nor2 | 1 | 0.023
a31oi | 1 | 0.038
clkbuf | 1 | 0.023
nor4b | 1 | 0.092
dfxtp | 6 | 0.73
inv | 4 | 0.092
-- report_power, final --
| group | internal [uW] | switching, uW | total (uW) |
|---|---|---|---|
| clock network | 300 | 158 | 458 |
| registers | 259 | 5.48 | 264 |
| logic | 26.8 | 13.0 | 39.8 |
-- worst min-delay path by stage --
stage / from / endpoint
6_report: next_out_state[0] / out_state[0]
5_1_grt: next_out_state[0] / out_state[0]
4_1_cts: next_out_state[0] / out_state[0]
-- timing repair --
item	in CTS	in global routing
resized	17	1
hold buffers	0	0
setup buffers	1	0
setup endpoints to repair	6	5
pin swaps	2	1
-- layout make-up --
type	count	area, um^2	area share
sequential	6	123	0.349
timing repair buffer	10	71.3	0.203
tap	46	57.6	0.164
clock buffer	6	45.0	0.128
multi-input combinational	3	25.0	0.0712
clock inverter	6	22.5	0.0641
inverter	2	7.51	0.0214
-- registers in the layout, indices dropped and copies added (netlist names) --
register / count
next_out_state: 2
out_cmd: 2
out_state: 2
-- placed cells by master (no fill, tap or decap), drive strengths merged --
master,n
a31oi,1
buf,7
nor4b,1
nor2,1
dfxtp,6
clkdlybuf4s15,2
dlygate4sd2,1
clkbuf,6
inv,8
-- cells by family after synthesis --
family	synth area share
DFF	0.733
buffers and inverters	0.114
and+or+nand+nor	0.114
AOI/OAI and AO/OA	0.0382
-- per-stage QoR --
step           hold slack, ps    util  setup WS [ps]  instance area, um^2  setup TNS (ps)
3_5_place_dp              334  0.0890           -510                  304           -2790
3_3_place_gp              329  0.0890           -499                  304           -2760
5_1_grt                   330   0.103           -452                  352           -1740
6_report                  332   0.103           -398                  352           -1550
4_1_cts                   333   0.103           -413                  350           -1600
2_1_floorplan             329       -          -4.73                  165           -4.73
No activity file was given, so power comes from the tool's default toggle rates.
