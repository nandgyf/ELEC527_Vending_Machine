==> flow/design.v <==
module dp (
in_clka,       in_clkb,       in_restart,    in_cmd, 
in_sel_a,      in_sel_b,      in_sel_c,      in_sel_d,
in_inserted_5, in_inserted_1, in_inserted_05, in_inserted_025,
out_stock_a,   out_stock_b,   out_stock_c,   out_stock_d, 
out_csel_a,    out_csel_b,    out_csel_c,    out_csel_d,
out_spit_a,    out_spit_b,    out_spit_c,    out_spit_d,
out_change,
out_change_1, out_change_05, out_change_025, out_sol_ok
);
parameter SITEM_CMD = 2'b00, SMONEY_CMD = 2'b01, CLEAR_CMD = 2'b10, START_CMD = 2'b11;
parameter ITEM_PRICE_A = 16'b1110, ITEM_PRICE_B = 16'b1100, ITEM_PRICE_C = 16'b1010, ITEM_PRICE_D = 16'b1000;
parameter DOLLAR_1_NUM = 8'b10, DOLLAR_05_NUM = 8'b10, DOLLAR_025_NUM = 8'b00;
input wire in_clka, in_clkb, in_restart;
input wire [1:0] in_cmd;
input wire in_inserted_5;
input wire in_inserted_1;
input wire in_inserted_05;
input wire in_inserted_025;
input wire in_sel_a;
input wire in_sel_b;
input wire in_sel_c;
input wire in_sel_d;
output wire signed [15:0] out_change;
output wire out_stock_a;
output wire out_stock_b;
output wire out_stock_c;
output wire out_stock_d;
output reg out_csel_a;
output reg out_csel_b;
output reg out_csel_c;
output reg out_csel_d;
output reg [7:0] out_change_1;
output reg out_change_05;
output reg out_change_025;
output reg out_spit_a;
output reg out_spit_b;
output reg out_spit_c;
output reg out_spit_d;
output wire out_sol_ok;
reg [7:0] item_a_num;
reg [7:0] item_b_num;
reg [7:0] item_c_num;
reg [7:0] item_d_num;
wire  [15:0] total_price;
reg  [15:0] inserted_money;
reg [7:0] dollar_1_num;
reg [7:0] dollar_05_num;
reg [7:0] dollar_025_num;
wire [7:0] out_change_1_sol1;
wire out_change_05_sol1;
wire out_change_025_sol1;
assign out_stock_a = (item_a_num == 0) ? 0 : 1;
assign out_stock_b = (item_b_num == 0) ? 0 : 1;
assign out_stock_c = (item_c_num == 0) ? 0 : 1;
assign out_stock_d = (item_d_num == 0) ? 0 : 1;
assign total_price = (in_cmd == CLEAR_CMD)?0:((out_csel_a ? ITEM_PRICE_A:0)+(out_csel_b ? ITEM_PRICE_B:0)+(out_csel_c ? ITEM_PRICE_C:0)+(out_csel_d ? ITEM_PRICE_D:0));
assign out_change = (in_cmd == CLEAR_CMD)?0:(inserted_money - total_price);
assign out_change_1_sol1 = out_change[15] ? 0:out_change[15:3];
assign out_change_05_sol1 = out_change[15] ? 0:out_change[2];
assign out_change_025_sol1 = out_change[15] ? 0:out_change[1];
assign out_sol_ok = (dollar_1_num>=out_change_1_sol1)&&(dollar_05_num>=out_change_05_sol1)&&(dollar_025_num>=out_change_025_sol1);
always @ (negedge in_clka)
begin
   if (in_restart) begin
   end else if (in_cmd == CLEAR_CMD) begin
      out_csel_a <= 0;
      out_csel_b <= 0;
      out_csel_c <= 0;
      out_csel_d <= 0;
      item_a_num <= 1;
      item_b_num <= 4;
      item_c_num <= 4;
      item_d_num <= 4;
      out_spit_a <= 0;
      out_spit_b <= 0;
      out_spit_c <= 0;
      out_spit_d <= 0;
      inserted_money <= 0;
      dollar_1_num <= DOLLAR_1_NUM;
      dollar_05_num <= DOLLAR_05_NUM;
      dollar_025_num <= DOLLAR_025_NUM;
   end else if (in_cmd == START_CMD) begin
      if (in_sel_a)
         out_csel_a <= (!out_stock_a) ? 0 : !out_csel_a;
      else
         out_csel_a <= out_csel_a;   
      if (in_sel_b)
         out_csel_b <= (!out_stock_b) ? 0 : !out_csel_b;
      else
         out_csel_b <= out_csel_b;  
      if (in_sel_c)
         out_csel_c <= (!out_stock_c) ? 0 : !out_csel_c;
      else
         out_csel_c <= out_csel_c;  
      if (in_sel_d)
         out_csel_d <= (!out_stock_d) ? 0 : !out_csel_d;
      else
         out_csel_d <= out_csel_d; 
      inserted_money <= inserted_money + (in_inserted_5 << 3) + (in_inserted_5<<5) + 
                        (in_inserted_1<<3) + 
                        (in_inserted_05<<2) + 
                        (in_inserted_025<<1);
      dollar_1_num <= dollar_1_num + in_inserted_1;
      dollar_05_num <= dollar_05_num + in_inserted_05;
      dollar_025_num <= dollar_025_num + in_inserted_025;
      out_change_1 <= 0;
      out_change_05 <= 0;
      out_change_025 <= 0;
      out_spit_a <= 0;
      out_spit_b <= 0;
      out_spit_c <= 0;
      out_spit_d <= 0;
   end else if (in_cmd == SITEM_CMD) begin
      if((inserted_money>=total_price)&&(out_sol_ok)) begin
         inserted_money <= inserted_money - total_price;
         out_spit_a <= out_csel_a;
         out_spit_b <= out_csel_b;
         out_spit_c <= out_csel_c;
         out_spit_d <= out_csel_d;
         out_csel_a <= 0;
         out_csel_b <= 0;
         out_csel_c <= 0;
         out_csel_d <= 0;
         item_a_num <= item_a_num - out_csel_a;
         item_b_num <= item_b_num - out_csel_b;
         item_c_num <= item_c_num - out_csel_c;
         item_d_num <= item_d_num - out_csel_d;
      end
   end else if (in_cmd == SMONEY_CMD) begin
      if((inserted_money>=total_price)&&(out_sol_ok)) begin
         inserted_money <= 0;
         out_spit_a <= out_csel_a;
         out_spit_b <= out_csel_b;
         out_spit_c <= out_csel_c;
         out_spit_d <= out_csel_d;
         out_csel_a <= 0;
         out_csel_b <= 0;
         out_csel_c <= 0;
         out_csel_d <= 0;
         item_a_num <= item_a_num - out_csel_a;
         item_b_num <= item_b_num - out_csel_b;
         item_c_num <= item_c_num - out_csel_c;
         item_d_num <= item_d_num - out_csel_d;
         out_change_1 <= out_sol_ok?out_change_1_sol1:inserted_money[15:3];
         out_change_05 <= out_sol_ok?out_change_05_sol1:inserted_money[2];
         out_change_025 <= out_sol_ok?out_change_025_sol1:inserted_money[1];
         dollar_1_num <= dollar_1_num - out_sol_ok?out_change_1_sol1:inserted_money[15:3];
         dollar_05_num <= dollar_05_num - out_sol_ok?out_change_05_sol1:inserted_money[2];
         dollar_025_num <= dollar_025_num - out_sol_ok?out_change_025_sol1:inserted_money[1];
      end
      else begin
         inserted_money <= 0;
         out_csel_a <= 0;
         out_csel_b <= 0;
         out_csel_c <= 0;
         out_csel_d <= 0;
         out_change_1 <= inserted_money[15:3];
         out_change_05 <= inserted_money[2];
         out_change_025 <= inserted_money[1];
         dollar_1_num <= dollar_1_num - inserted_money[15:3];
         dollar_05_num <= dollar_05_num - inserted_money[2];
         dollar_025_num <= dollar_025_num -   inserted_money[1];
      end
   end
   end
endmodule  
==> flow/run.sh <==
#!/bin/bash
# OpenROAD 26Q1-2900-gdf79404cd8, Yosys 0.63+post, stock flow scripts
make -C /OpenROAD-flow-scripts/flow DESIGN_CONFIG=/design/flow/config.mk WORK_HOME=/design/flow/orfs finish
==> flow/config.mk <==
export PLATFORM = sky130hd
export DESIGN_NAME = dp
export DESIGN_NICKNAME = dp
export VERILOG_FILES = /design/flow/design.v
export SDC_FILE = /design/flow/constraint.sdc
export NUM_CORES = 4
export LEC_CHECK = 1
export CORE_UTILIZATION = 30
==> flow/constraint.sdc <==
current_design dp

set clk_period 18.6
set clk_io_pct 0.2

create_clock -name clk0 -period $clk_period [get_ports {in_clka}]

set non_clock_inputs [all_inputs -no_clocks]
set_input_delay [expr $clk_period * $clk_io_pct] -clock clk0 $non_clock_inputs
set_output_delay [expr $clk_period * $clk_io_pct] -clock clk0 [all_outputs]
==> impl_metrics.py <==
# Physical implementation metrics
metrics = {
    "floorplan": {
        "std_cell_rows": 55,
        "core_sq_um": 22800,
        "pin_count": 52,
        "chipWidth_um": 155,
        "fp.dieH_um": 155,
        "core_util_floorplan": 0.307,
        "chip_area_sq_um": 23900,
    },
    "clocking": {
        "clkLatencyLatePin_ns": 0.42,
        "clockBufferDepth": 2,
        "tritoncts": "built",
        "cts.clk_slew.worst_paths_ns": 0.03,
        "htreeDepth": 3,
        "cts-hold-fix-buffers": 0,
        "cts.sinks": 90,
        "cts_root_buffer": "clkbuf_16",
        "numCtsBuffers": 9,
    },
    "yosys": {
        "yosys_warnings": 1,
        "synth_cell_type_count": 62,
        "post_synth_inst_count": 745,
        "synth.top_cells.by_area": "edfxtp_1, ha_1, xor2_1",
        "synthesized_area_per_cell_sq_um": 9.38,
        "ys.flops": 90,
        "yosysTopAreaCellShare": 0.387,
        "synth_stat.cells": 745,
        "async_reset_ff_frac": 0,
        "synthFlopType": "edfxtp_1",
        "netlist_area_sq_um": 6990,
        "count_of_library_flops_with_an_enable_pin": 90,
        "synth.largest_area_cell": "edfxtp_1",
        "yosysChipArea_sq_um": 6990,
        "yosys.stat.seqShare": 0.387,
    },
    "final_timing": {
        "timing.clock.skew_ns": 0.0296,
        "final_hold_viol_count": 0,
        "tightestPinTransition_ns": 0.573,
        "fin_tns_setup_ns": 0,
        "unrepaired_setup_endpoints_after_global_routing": "no",
        "setup_viol_count_final": 0,
        "max_slew_margin": 0.618,
        "timing_max_transition_violations_final": 0,
    },
    "route": {
        "detail_route.iter0.violations": 570,
        "via_count": 6128,
        "wl_per_cell_um": 15.9,
        "drc": 0,
        "routed_wl_mm": 19.0,
        "route.antenna.remaining_nets": 0,
        "drt-pass1-iter-count": 5,
        "diodes": 0,
        "viasPerCell": 5.11,
    },
    "global_routing": {
        "vias_in_the_first_global_route": 5963,
        "grt_first_pass_wirelength_mm": 30.8,
        "antenna_found_initial": 0,
        "grt_util_all_layers": 0.170,
        "grt_max_degree": 50,
        "grt_overflow_total": 0,
    },
    "critical_path": {
        "timing.critical_path.to_type": "output pin",
        "critical_path_class": "register to output pin",
        "critical_path_peak_fanout": 12,
        "worst_ep_arrival_ns": 14.64,
        "cp_data_required_time_ns": 14.88,
        "startpoint_type": "register",
    },
    "job": {
        "tool_warnings": 117,
        "drv_cap": 0,
    },
    "placement": {
        "hpwlAfterDp_mm": 12.8,
        "portBuffers": 50,
        "gp_congestion": 0.900,
        "dp_cells": 1093,
    },
    "layout": {
        "finalNonFillerCells": 1200,
        "mi_logic_area_sq_um": 4010,
        "syn2layout_area_growth_pct": 23.2,
        "fraction_of_final_layout_cells_with_drive_strength_greater_than_1": 0.0834,
        "fill_cells": 2216,
        "ff_latch_area_sq_um": 2700,
        "lay_top_count": "inv_1",
        "final_cell_mix": "inv_1, edfxtp_1, nor2_1",
    },
    "pwr": {
        "power_density_of_the_placed_cells_nw_per_um2": 143,
        "peakVddDrop_v": 0.0000654,
        "p_leak_nw": 3.52,
    },
    "min_path": {
        "hp-class": "register to register",
    },
    "run_status": {
        "outcome": "complete, no violations",
    },
}
==> cells by family after synthesis <==
logic type | Yosys count | synth area share
AND/OR/NAND/NOR | 301 | 0.216
multiplexers | 4 | 0.00591
XOR/XNOR | 75 | 0.0940
adder cells (fa/ha/maj) | 61 | 0.116
buffers and inverters | 73 | 0.0460
AND-OR/OR-AND | 141 | 0.136
flip-flops | 90 | 0.387
==> synth_stat cells, types with 7 or more instances <==
cell / instances
edfxtp_1: 90
or2_2: 10
xnor2_1: 34
o21ai_0: 16
o22ai_1: 15
nor4_1: 22
o21a_1: 9
nor2_1: 86
nand4_1: 19
a21o_1: 9
a221oi_1: 7
a211oi_1: 9
buf_2: 8
and3_1: 9
nand3_1: 26
a21oi_1: 39
nor3_1: 13
nand2_1: 62
ha_1: 55
inv_1: 28
xor2_1: 41
nand2b_1: 16
clkbuf_1: 30
==> registers in the layout, indices dropped and copies added (netlist names), 8 cells and up <==
signal	count
inserted_money	16
dollar_025_num	8
item_d_num	8
item_a_num	8
item_c_num	8
out_change_1	8
dollar_1_num	8
item_b_num	8
dollar_05_num	8
==> per-stage QoR <==
stage	util	hold slack (ns)	power [mW]	instance area [sq um]	setup slack, ns
floorplan	-	0.563	0.757	6990	0.423
global placement	0.348	0.584	0.963	7920	0.200
detailed placement	0.348	0.593	0.966	7920	0.205
CTS	0.377	0.598	1.23	8590	0.146
global route	0.378	0.635	1.34	8610	0.00372
finish	0.378	0.598	1.23	8610	0.236
==> worst max-delay path, stage by stage (launching register included) <==
cell,delay [ns]
edfxtp_1,0.42
fa_1,0.57
fa_1,0.42
ha_1,0.22
fa_1,0.48
nand2_1,0.05
ha_1,0.32
a21o_1,0.22
o21bai_2,0.24
nor4_2,0.22
a211oi_1,0.07
buf_4,0.18
or2_2,0.32
ha_1,0.29
a21o_1,0.18
a211oi_2,0.24
a21oi_2,0.09
buf_4,0.16
dlygate4sd2_1,0.23
==> power breakdown <==
part,internal [mW],switching [mW]
combinational,0.278,0.339
clock,0.143,0.133
sequential,0.288,0.0498
==> worst paths after layout <==
path,from,to,slack [ns],depth (start not counted)
worst max register to register,out_csel_a,dollar_1_num[7],12.14,25
worst max-delay path,out_csel_a,out_sol_ok,0.24,18
worst min register to register,item_a_num[0],item_a_num[0],0.60,2
worst min-delay path,item_a_num[0],item_a_num[0],0.60,2
==> routing by layer <==
layer	routed length [um]	up-vias	track usage
met5	0	-	0
met4	267	0	0.0495
met3	1390	24	0.0425
met2	8190	211	0.242
met1	9190	2890	0.263
li1	-	3003	-
==> timing repair <==
| action | in CTS | in global routing |
|---|---|---|
| setup buffers | 1 | 1 |
| pin swaps | 2 | 2 |
| endpoints found under the setup margin | 1 | 1 |
| gates resized | 4 | 2 |
==> layout make-up <==
class,instances,share of cell area
Multi-Input combinational cell,582,0.466
Clock inverter,97,0.0497
Timing Repair Buffer,82,0.0873
Sequential cell,90,0.314
Inverter,27,0.0118
Clock buffer,9,0.0262
Tap cell,313,0.0455
Power figures rest on the tool's default switching activity, not on a simulated workload.
